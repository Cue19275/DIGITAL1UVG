### run.sh
#!/bin/bash
# OpenROAD 26Q1-2900-gdf79404cd8, Yosys 0.63+post, stock flow scripts
make -C /OpenROAD-flow-scripts/flow DESIGN_CONFIG=/design/flow/config.mk WORK_HOME=/design/flow/orfs finish
### config.mk
export PLATFORM = sky130hd
export DESIGN_NAME = ALU_BB
export DESIGN_NICKNAME = ALU_BB
export VERILOG_FILES = /design/flow/design.v
export SDC_FILE = /design/flow/constraint.sdc
export NUM_CORES = 4
export LEC_CHECK = 1
export CORE_AREA = 10 10 70 70
export DIE_AREA = 0 0 80 80
### constraint.sdc
current_design ALU_BB

set clk_period 3.9
set clk_io_pct 0.2

create_clock -name clk0 -period $clk_period

set non_clock_inputs [all_inputs -no_clocks]
set_input_delay [expr $clk_period * $clk_io_pct] -clock clk0 $non_clock_inputs
set_output_delay [expr $clk_period * $clk_io_pct] -clock clk0 [all_outputs]
### design.v
module ALU_BB(
	input wire 	[3:0]A,
	input wire 	[3:0]B,
	input wire 	[2:0]SEL,
	output reg	[3:0]Y
	);
	always @ (*)
	begin
	case (SEL)
		3'b000:  Y = A & B ;
		3'b001:  Y = A | B;
		3'b010:  Y = A + B;
		3'b100:  Y = A & ~B;
		3'b101:  Y = A | ~B;
		3'b110:  Y = A - B;
		3'b111:  Y = (A > B)?3'b001 : 3'b000;
		default :  Y = A & B;
	endcase
	end
endmodule
==> run summary <==
Outcome: completed
Pre-Repair DR Iteration Count: 4
Slew of the pin with the lowest slew margin: 564 ps
Peak per-stage delay on the critical path: 540 ps
Final-report setup violation count: 0
Floorplan core area: 3420 µm²
YS chip area: 452 µm²
Arrival time worst endpoint: 2940 ps
Syn. warnings: 1
Drt initial violations: 33
PwrDens: 110 nW/µm²
FMAX: 269 MHz
Detail Placement HPWL: 1050 µm
Tmin final: 3720 ps
Final Max Tran Viols: 0
Largest net degree at the start of global routing: 17
Seq_cells: 0
Storage cell area: 0 µm²
Crit path max-delay family: buffers and inverters
Hold slack final: 2420 ps
Placer Congestion: 0.879
Number of global-route vias before repair: 473
Drt wl/cell: 10.2 µm
Initial Util: 13.2%
Die Width: 80 µm
Worst setup EP type: output pin
Layout area overhead: 45.4%
Most frequent CP cell: clkdlybuf4s50_1
CP bufs+invs: 3
Worst slew margin: 62.3%
Crit path kind: in2out
Max_cap viols: 0
Synth Seq Share: 0%
Final std cell area, no fill: 657 µm²
# hold bufs at CTS: 0
Cell Chain, Critical Path: clkdlybuf4s50_1 > ha_1 > inv_1 > fa_1 > nand2_1 > o21ai_0 > xnor2_1 > o221ai_1 > clkdlybuf4s50_1
Die Ht: 80 µm
Most numerous logic cell after layout: clkdlybuf4s50_1
Setup crit start kind: input pin
Final hold violation count: 0
Cycle use final: 95.3%
DR DRC count: 0
Hold Path Origin: A[0]
Synthesized instance count: 62
Log Warnings: 35
Setup TNS: 0 ps
Layout cells sized above 1: 2.63%
Via count: 495
ANT nets after route: 0
Grt total ovfl: 0
Standard-cell row count: 21
Chip footprint: 6400 µm²
WP data required: 3120 ps
Ant diodes: 0
Top logic cells by instance count in the layout: clkdlybuf4s50_1, a21oi_1, inv_1, ha_1
Post-route setup slack: 184 ps
First-pass GRT wire length: 2140 µm
Highest-delay cell along the critical path: clkdlybuf4s50_1
Dpl ws: 111 ps
Crit Path Max Fanout: 5
Vias per cell: 4.06
Critical Path Start: B[0]
Cts repair resizes: 0
Synth Area per Inst: 7.29 µm²
Cell variety after synth: 26
# IOs: 15
Initial antenna violation count: 0
PortBufs: 15
Mapped Area: 452 µm²
Utilization after layout: 19.2%
# clk buffers: 0
Leak: 0.266 nW
GRT Resource Usage Total: 3.93%
Routed Wire Length: 1240 µm
Post-CTS setup buffers: 0
# Cells Yosys: 62
Worst VDD drop: 0.0000275 V
Hold Crit Class: in2out
RSZ-0062 raised after global routing: no
DP Area: 654 µm²
Yosys cell counts (3+ instances only):
master	count	area, µm²
a21oi_1	9	45.0
ha_1	7	87.6
inv_1	7	26.3
nand2b_1	3	18.8
nand3_1	3	15.0
nor2_1	3	11.3
o221ai_1	3	26.3
o22ai_1	3	18.8
metal layers:
layer	part of all wire [%]	routed length (µm)	global-route usage, %	vias to the layer above
li1	-	-	-	261
met1	52	644	5.84	225
met2	41	515	5.94	9
met3	6.7	83	0.909	0
met4	0	0	0	0
met5	0	0	0	-
final timing paths:
path | endpoint | slack [ps] | cells past startpoint
setup / recovery | Y[2] | 180 | 9
hold / removal | Y[0] | 2420 | 4
cells by family (layout without fill, tap and decap cells):
| kind of cell | count (synthesis) | after routing | synth area share, % |
|---|---|---|---|
| and+or+nand+nor | 17 | 17 | 21.6 |
| buffers and inverters | 9 | 23 | 8.59 |
| adders and majority gates | 10 | 10 | 30.7 |
| xor gates and xnor gates | 2 | 2 | 3.88 |
| muxes | 1 | 1 | 2.22 |
| AOI/OAI and AO/OA | 23 | 23 | 33.0 |
metrics by stage:
stage / std cells / total power [mW]
after CTS: 122 / 0.0740
after global placement: 122 / 0.0731
after global routing: 122 / 0.0828
final: 122 / 0.0726
after floorplan: 62 / 0.0381
after detailed placement: 122 / 0.0734
area by class of cell:
class                      count  area (µm²)
tap                           46        57.6
fill                         402        2760
timing repair buffer          16         160
inverter                       7        26.3
multi-input combinational     53         413
report_power, final:
group	internal, mW	switching [mW]
combinational	0.0402	0.0324
clock	0	0
sequential	0	0
Power and IR drop assume default switching activity.
