==> /design/flow/design.v <==
module ROMCASE(
	input wire [6:0]S, 
	output reg [12:0]Q
	);
	always @ (*)
	begin
		casex (S)
			7'bxxxxxx0:	Q = 13'b1000000001000;
			7'b00001x1: Q = 13'b0100000001000;
			7'b00000x1: Q = 13'b1000000001000;
			7'b00011x1: Q = 13'b1000000001000;
			7'b00010x1: Q = 13'b0100000001000;
			7'b0010xx1: Q = 13'b0001001000010;
			7'b0011xx1: Q = 13'b1001001100000;
			7'b0100xx1: Q = 13'b0011010000010;
			7'b0101xx1: Q = 13'b0011010000100;
			7'b0110xx1: Q = 13'b1011010100000;
			7'b0111xx1: Q = 13'b1000000111000;
			7'b1000x11: Q = 13'b0100000001000;
			7'b1000x01: Q = 13'b1000000001000;
			7'b1001x11: Q = 13'b1000000001000;
			7'b1001x01: Q = 13'b0100000001000;
			7'b1010xx1: Q = 13'b0011011000010;
			7'b1011xx1: Q = 13'b1011011100000;
			7'b1100xx1: Q = 13'b0100000001000;
			7'b1101xx1: Q = 13'b0000000001001;
			7'b1110xx1: Q = 13'b0011100000010;
			7'b1111xx1: Q = 13'b1011100100000;
		endcase
	end
endmodule
==> /design/flow/run.sh <==
#!/bin/bash
# OpenROAD 26Q1-2900-gdf79404cd8, Yosys 0.63+post, stock flow scripts
make -C /OpenROAD-flow-scripts/flow DESIGN_CONFIG=/design/flow/config.mk WORK_HOME=/design/flow/orfs finish
==> /design/flow/config.mk <==
export PLATFORM = sky130hd
export DESIGN_NAME = ROMCASE
export DESIGN_NICKNAME = ROMCASE
export VERILOG_FILES = /design/flow/design.v
export SDC_FILE = /design/flow/constraint.sdc
export NUM_CORES = 4
export LEC_CHECK = 1
export CORE_AREA = 10 10 70 70
export DIE_AREA = 0 0 80 80
==> /design/flow/constraint.sdc <==
current_design ROMCASE

set clk_period 2.0
set clk_io_pct 0.2

create_clock -name clk0 -period $clk_period

set non_clock_inputs [all_inputs -no_clocks]
set_input_delay [expr $clk_period * $clk_io_pct] -clock clk0 $non_clock_inputs
set_output_delay [expr $clk_period * $clk_io_pct] -clock clk0 [all_outputs]
==> out/metrics.yaml <==
status: "completed"
drc_errors: 0
critPathCaptureType: "primary output"
place_congestion: 0.808
fp.dieArea_um2: 6400
slew_headroom: 0.825
seq_power_share: 0
p_int_uw: 62.5
row_count: 21
maxSlewViolCount: 0
crit_fanout: 5
seq_cells: 0
overflow: 0
fmax_ghz: 0.511
place_ws_ps: -569
critical_path_depth: 6
dieWidth_um: 80
p_sw_frac: 0.400
wl_per_cell_um: 9.96
grt_pass1_vias: 407
yosys_warnings: 1
pwr-share-comb: 1.000
antenna_found_initial: 0
crit_arrival_ps: 1560
yosys-stat-area_um2: 236
warnings: 33
dr.pass1.iters: 2
coreArea_um2: 3420
rsz0062_at_grt: "true"
netlist.area_leader.share: 0.143
via_per_inst: 3.33
worst_pin_slew_ps: 258
hpwl_mm: 1.01
finalHoldViolations: 0
drtAntennaViolNets: 0
timing.critical_path.from: "S[6]"
io_pins: 20
regArea_um2: 0
syn-instance-count: 42
drt_wl_total_mm: 1.21
io_buffer_count: 20
nClkBuffers: 0
ir_drop_mv: 0.0259
placed_cell_area_um2: 581
area_leaders: "nor2_1 (14%), a21oi_1 (8.5%), nand2_1 (7.9%)"
hold_class: "in2out"
grt_pass1_wl_mm: 1.98
cp_num_buf_inv: 3
final_cell_area_um2: 618
period_needed_ps: 1960
leakage_uw: 0.000277
crit_end: "Q[3]"
fill_cells: 393
avgSynthCellArea_um2: 5.63
logic_area_um2: 236
period_used_share: 0.978
drive_above_1_share: 0.387
crit_type: "in2out"
clkPwrFrac: 0
fp.dieH_um: 80
yosysUniqueCellTypes: 21
fin_ws_ps: 44.1
holdPathStages: 6
cap_violations: 0
slowest_delay_ps: 450
power.density_nw_per_um2: 168
crit_chain: "buf_2 -> nand2b_4 -> and2_1 -> o21a_1 -> inv_1 -> clkdlybuf4s50_1"
grt_usage: 0.0379
power_uw: 104
netlist_area_um2: 236
critPathSlowestCell: "clkdlybuf4s50_1"
drtIter0Drc: 14
setup_violations: 0
switchingPower_uw: 41.6
ys_cells: 42
route.vias.total: 403
startpoint_type: "primary input"
initial_core_util: 0.0692
area_growth_pct: 161
required_ps: 1600
grt_max_degree: 7
top_area_cell: "nor2_1"
cp_top_family: "buffers and inverters"
antennaDiodeCount: 0
synth_seq_share: 0
## worst min-delay path by stage
stage,start,to
CTS,S[6],Q[12]
global route,S[6],Q[12]
finish,S[3],Q[12]
## cell type report
cell class	instances	area share
repair buffers	37	0.506
inverters	3	0.0182
well taps	46	0.0931
multi-input cells	35	0.383
## through the flow
stage / hold WS [ps] / TNS, ps / cells / utilization
6_report: 1370 / 0 / 121 / 0.181
3_5_place_dp: 1910 / -4520 / 119 / 0.170
4_1_cts: 1390 / 0 / 121 / 0.174
2_1_floorplan: 871 / 0 / 42 / -
3_3_place_gp: 1900 / -4680 / 119 / 0.170
5_1_grt: 1440 / -7.32 / 121 / 0.181
## layout by cell type (no fill, tap or decap), drive strengths merged
| master | instances |
|---|---|
| nand2b | 1 |
| buf | 21 |
| inv | 3 |
| nand3 | 1 |
| o311ai | 1 |
| nor4 | 2 |
| a21oi | 4 |
| o211a | 1 |
| nand2 | 5 |
| o21ai | 1 |
| clkdlybuf4s50 | 10 |
| dlygate4sd2 | 3 |
| or2 | 1 |
| o21a | 2 |
| nor2 | 9 |
| clkdlybuf4s15 | 3 |
| nor2b | 1 |
| o32ai | 1 |
| and2 | 2 |
| mux2i | 1 |
| nor3 | 1 |
| or2b | 1 |
## Yosys cell counts
master    count
buf_2         2
a21oi_1       4
o32ai_1       1
nor2_1        9
buf_6         1
nor4_1        2
o21a_1        2
clkbuf_2      1
o211a_1       1
nand2_1       5
inv_1         3
nand2b_4      1
nand3_1       1
and2_1        2
o21ai_0       1
mux2i_1       1
nor2b_1       1
o311ai_0      1
or2_1         1
nor3_1        1
or2b_1        1
## metal layers
layer | GRT usage | vias up | wire (um)
li1 | - | 207 | -
met1 | 0.0508 | 185 | 572
met2 | 0.0610 | 11 | 509
met3 | 0.0125 | 0 | 123
met4 | 0 | 0 | 0
met5 | 0 | - | 0
## timing repair
item / in CTS / in global routing
pin swaps: 5 / 5
setup buffers: 1 / 0
setup endpoints to repair: 13 / 5
cloned: 1 / 0
hold buffers: 0 / 0
gates resized: 32 / 7
## power groups by stage
stage / Clock, uW / Combinational [uW] / Sequential [uW]
global route: 0 / 115 / 0
finish: 0 / 104 / 0
CTS: 0 / 101 / 0
## cell families after synthesis
| logic type | synth area share |
|---|---|
| compound gates | 0.286 |
| simple gates | 0.513 |
| mux | 0.0423 |
| buf+inv | 0.159 |
## worst min-delay path: stages
cell	delay [ps]
buf_4	110
nand2_1	50
o311ai_1	80
nor2_1	50
o21ai_1	70
dlygate4sd2_1	210
No activity file was given, so power comes from the tool's default toggle rates.
